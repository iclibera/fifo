==> ./design.v <==
module async_fifo_ctrl #(parameter int PTR_WIDTH = 8)
(
  input  logic aclk_wr,
  input  logic aclk_rd,
  input  logic aresetn_wr,
  input  logic aresetn_rd,
  input  logic data_wr,
  input  logic data_rd,
  output logic oflow,
  output logic uflow
);
  logic [PTR_WIDTH-1:0] wr_ptr;
  logic [PTR_WIDTH-1:0] rd_ptr;
  logic overflow, underflow;
  logic [PTR_WIDTH-1:0] rd_ptr_s0, rd_ptr_s1, rd_ptr_sync;
  logic [PTR_WIDTH-1:0] wr_ptr_s0, wr_ptr_s1, wr_ptr_sync;
  assign oflow = overflow;
  assign uflow = underflow;
  assign overflow  = (bin2gray(wr_ptr) == bin2gray(rd_ptr_sync + 1)) ? 1 : 0;
  assign underflow = (bin2gray(rd_ptr) == bin2gray(wr_ptr_sync)) ? 1 : 0;
  function [PTR_WIDTH-1:0] bin2gray(input [PTR_WIDTH-1:0] binary);
    bin2gray = binary ^ (binary >> 1);
  endfunction
  always_ff @(posedge aclk_wr) begin
    if (!aresetn_wr) begin
      rd_ptr_s0   <= 'b0;
      rd_ptr_sync <= 'b0;
    end
    else begin
      rd_ptr_s0   <= rd_ptr;
      rd_ptr_sync <= rd_ptr_s0;
    end
  end
  always_ff @(posedge aclk_rd) begin
    if (!aresetn_rd) begin
      wr_ptr_s0   <= 'b0;
      wr_ptr_sync <= 'b0;
    end
    else begin
      wr_ptr_s0   <= wr_ptr;
      wr_ptr_sync <= wr_ptr_s0;
    end
  end
  always_ff @(posedge aclk_wr) begin
    if  (!aresetn_wr) begin
      wr_ptr <= 'b0;
    end
    else begin
      if (data_wr & !overflow) begin
        wr_ptr++;
      end
    end
  end
  always_ff @(posedge aclk_wr) begin
    if  (!aresetn_rd) begin
      rd_ptr <= 'b0;
    end
    else begin
      if (data_rd & !underflow) begin
          rd_ptr++;
      end
    end
  end
endmodule : async_fifo_ctrl
==> ./run.sh <==
#!/bin/bash
# OpenROAD 26Q1-2900-gdf79404cd8, Yosys 0.63+post, stock flow scripts
make -C /OpenROAD-flow-scripts/flow DESIGN_CONFIG=/design/flow/config.mk WORK_HOME=/design/flow/orfs finish
==> ./config.mk <==
export PLATFORM = sky130hd
export DESIGN_NAME = async_fifo_ctrl
export DESIGN_NICKNAME = async_fifo_ctrl
export VERILOG_FILES = /design/flow/design.v
export SDC_FILE = /design/flow/constraint.sdc
export NUM_CORES = 4
export LEC_CHECK = 1
export CORE_UTILIZATION = 40
==> ./constraint.sdc <==
current_design async_fifo_ctrl

set clk_period 2.5
set clk_io_pct 0.2

create_clock -name clk0 -period $clk_period [get_ports {aclk_rd}]
create_clock -name clk1 -period $clk_period [get_ports {aclk_wr}]

set non_clock_inputs [all_inputs -no_clocks]
set_input_delay [expr $clk_period * $clk_io_pct] -clock clk0 $non_clock_inputs
set_output_delay [expr $clk_period * $clk_io_pct] -clock clk0 [all_outputs]
==> results.py <==
# Generated from Yosys and OpenROAD reports
metrics = {
    "status": {
        "run_status": "finished clean",
    },
    "floorplan": {
        "horizontal_die_dimension_um": 75.48,
        "core_util_floorplan_pct": 42.02,
        "ioPinCount": 8,
        "num_rows": 26,
        "core_mm2": 0.005140,
        "dieHeight_um": 75.48,
        "die_area_mm2": 0.005696,
    },
    "grt": {
        "final_global_route_overflow_total": 0,
        "groute.usage.overall_pct": 16.58,
        "grt_met1_usage_pct": 25.45,
        "met2_track_utilization_from_global_routing_pct": 25.69,
        "busiest_layer": "met2",
        "number_of_global_route_vias_before_repair": 1427,
        "grtUsageMet3_pct": 3.485,
        "grt_antenna_before_repair": 0,
        "grt_max_degree": 27,
        "global_route_wire_length_before_repair_mm": 6.741,
    },
    "logic_synthesis": {
        "post_synth_mux_area_share_pct": 1.564,
        "logic_family": "simple AND/OR/NAND/NOR gates",
        "post_synth_instance_area_mm2": 0.002160,
        "compound_area_share_pct": 8.922,
        "synth-adder-area-share_pct": 7.532,
        "synthFlopType": "dfxtp_1",
        "synth_xor_xnor_area_share_pct": 12.98,
        "yosysUniqueCellTypes": 41,
        "ys_seq_elements": 48,
        "synth_chip_area_mm2": 0.002160,
        "register_area_share_after_synthesis_pct": 44.50,
        "simple_gate_share_pct": 22.77,
        "synthesis.area_per_instance_um2": 10.43,
        "ys_warn_count": 1,
        "synthCells": 207,
        "synth-async-reset-ratio_pct": 0,
        "edf_count": 0,
        "ys_cells": 207,
    },
    "sta": {
        "maxSlewHeadroom_pct": 52.82,
        "finalHoldViolCount": 0,
        "timing.final.setup_violations": 0,
        "tightestPinTransition_ns": 0.7055,
        "final-max-slew-violation-count": 0,
        "final_clock_skew_ns": 0.008376,
    },
    "setup_path": {
        "worst_r2r_startpoint": "rd_ptr[4]",
        "slowest_delay_ns": 0.33,
        "timing.critical_path.from_type": "register",
        "worst_r2r_endpoint": "rd_ptr[7]",
        "critical_path.cell_chain": "ha_1, or2_0, a211oi_2, nor3_2, nor4_1, dlygate4sd2_1",
        "ff2ff_path_depth": 8,
        "launching_instance_or_port_of_the_critical_path": "rd_ptr[5]",
        "critical_path_peak_fanout": 4,
        "worst_ep_required_time_ns": 2.00,
        "critPathArrivalTime_ns": 1.89,
        "criticalPathCategory": "register to primary output",
        "critical-path-slowest-cell": "dfxtp_1",
        "r2r_slack_ns": 0.17,
        "critical_path.endpoint_type": "primary output",
    },
    "drt": {
        "detail_route.antenna_diodes": 0,
        "wirelength_mm": 3.831,
        "dr.pass1.iters": 4,
        "postRouteAntennaNets": 0,
        "routedWlPerCell_um": 12.77,
        "detail_route.vias_per_cell": 4.783,
        "drcViolationCount": 0,
        "detail_route.iter0.violations": 31,
        "detailroute.via_count": 1435,
    },
    "power": {
        "sequentialPowerShare_pct": 45.2,
        "power_leakage_nw": 1.027,
        "comb_power_share_pct": 17.3,
        "ir_worst_vdd_mv": 0.5090,
        "switchingPower_mw": 0.4446,
        "total_power_mw": 1.854,
        "power.switching_fraction_pct": 23.97,
        "cell_internal_pwr_mw": 1.410,
        "power.density_cell_area_mw_per_mm2": 690.3,
        "clockPowerShare_pct": 37.5,
    },
    "clock_network": {
        "path_clk_slew_ns": 0.07,
        "cts_tree": "yes",
        "numClockSinks": 48,
    },
    "place": {
        "postPlaceCellArea_mm2": 0.002349,
        "placer_congestion_estimate": 0.8204,
        "hpwlAfterDp_mm": 2.700,
        "numPortBuffers": 6,
    },
    "hold_path": {
        "hold_end": "rd_ptr_sync[6]",
        "worstHoldPathType": "register to register",
        "timing.hold.worst.start": "rd_ptr_s0[6]",
        "worst_hold_path_cells": 1,
    },
    "finish": {
        "share_of_layout_cells_above_drive_strength_1_pct": 24.35,
        "area_growth_pct": 24.39,
        "fin_area_mm2": 0.002686,
    },
    "flow_run": {
        "tool_warnings": 27,
        "timing.max_cap.violations": 0,
    },
}
## Yosys cell counts (2+ instances only)
cell type / number / share of area, %
mux2i_1: 2 / 0.93
dfxtp_1: 48 / 44
nand3_1: 6 / 1.4
nand4_1: 4 / 1.2
o21ai_0: 3 / 0.70
clkbuf_1: 4 / 0.70
nand3_2: 2 / 0.93
o21ai_1: 6 / 1.4
xor2_1: 6 / 2.4
nor3_2: 2 / 0.93
ha_1: 13 / 7.5
o21a_1: 2 / 0.70
or3_1: 6 / 1.7
and2_1: 39 / 11
xnor2_1: 19 / 7.7
nand2_1: 10 / 1.7
nor3_1: 2 / 0.46
and4b_1: 2 / 0.93
xnor3_1: 2 / 2.1
a21boi_1: 7 / 2.4
o211ai_1: 2 / 0.70
## routing by layer
metal	vias to the layer above	part of all wire [%]
met1	662	51
li1	749	-
met2	18	45
met5	-	0
met4	0	1.3
met3	6	3.3
## area by class of cell
type	count	area, um^2
clock buffer	9	123.9
clock inverter	3	42.54
fill	464	2454
inverter	1	3.754
multi-input combinational	152	1306
sequential	48	978.4
tap	70	87.58
timing repair buffer	17	143.9
## what timing repair did
item | 4_1_cts | 5_1_grt
hold buffers | 0 | 0
pin swaps | 9 | 8
setup endpoints to repair | 2 | 2
gates resized | 9 | 22
setup buffers | 0 | 1
## per-stage QoR
step	cells	setup TNS, ns	hold slack [ns]	utilization [%]	setup WS, ns
final	300	0	0.4245	52.26	0.1064
after global routing	300	-0.0004252	0.4448	52.26	-0.0004252
after CTS	299	-0.2001	0.4282	49.63	-0.2001
after detailed placement	287	0	0.4169	45.69	0.02898
after global placement	287	0	0.4070	45.69	0.04726
after floorplan	207	0	0.4057	-	0.3701
## critical path, delay by kind of cell (launching register included)
family | cells | cell delay (ns)
compound gates | 1 | 0.21
fa+ha+maj | 1 | 0.33
buf+inv | 1 | 0.23
flops | 1 | 0.33
simple gates | 3 | 0.52
## worst max path at each step
stage,end,slack [ns],cells after the start
finish,uflow,0.11,6
CTS,oflow,-0.20,7
global route,uflow,-0.0004,6
## placed cells by master (no fill, tap or decap), types with 4 or more instances in the layout
master           Yosys  routed
a21boi_1             7       7
and2_1              39      39
buf_4                1      11
clkbuf_8             0       9
clkdlybuf4s50_1      0       4
dfxtp_1             48      38
dfxtp_2              0       8
ha_1                13       6
ha_4                 0       7
nand2_1             10      10
nand3_1              6       6
nand4_1              4       4
o21ai_1              6       7
or3_1                6       6
xnor2_1             19      17
xor2_1               6       4
## kinds of logic after synthesis
logic type / Yosys count
AND/OR/NAND/NOR: 81
buffers and inverters: 7
flip-flops: 48
adder cells (fa/ha/maj): 13
AND-OR/OR-AND: 27
multiplexers: 3
XOR/XNOR: 28
## registers in the layout (all words and copies together) (netlist names)
signal       cells
rd_ptr           8
rd_ptr_sync      8
wr_ptr_s0        8
wr_ptr_sync      8
rd_ptr_s0        8
wr_ptr           8
## power by group through the flow
| stage | combinational (mW) | clock (mW) | sequential [mW] |
|---|---|---|---|
| after CTS | 0.325 | 0.719 | 0.834 |
| final | 0.321 | 0.695 | 0.838 |
| after global routing | 0.368 | 0.756 | 0.843 |
Power and IR drop assume default switching activity.
